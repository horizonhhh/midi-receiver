$ cat design/flow/config.mk
export PLATFORM = sky130hd
export DESIGN_NAME = receiver
export DESIGN_NICKNAME = receiver
export VERILOG_FILES = /design/flow/design.v
export SDC_FILE = /design/flow/constraint.sdc
export NUM_CORES = 4
export LEC_CHECK = 1
export CORE_UTILIZATION = 30
$ cat design/flow/constraint.sdc
current_design receiver

set clk_period 3.6
set clk_io_pct 0.2

create_clock -name clk0 -period $clk_period [get_ports {CLK}]

set non_clock_inputs [all_inputs -no_clocks]
set_input_delay [expr $clk_period * $clk_io_pct] -clock clk0 $non_clock_inputs
set_output_delay [expr $clk_period * $clk_io_pct] -clock clk0 [all_outputs]
$ cat design/flow/design.v
module receiver (CLK, DATA, RESET, LED, BIT, BYTE, MSG);
	input wire CLK, DATA, RESET;
	output wire[7:0] LED;
	reg[1:0] data;
	reg CLK_EN;
	wire NOTE_SAMPLE;
	wire SAMPLE;
	output wire[3:0] BIT;
	output wire[1:0] BYTE;
	output wire MSG;
	wire[7:0] NOTE;
	reg[1:0] dis_r;
	wire DISABLE;
	timer t	(CLK, CLK_EN, RESET, SAMPLE, BIT, BYTE, MSG);
	note n	(CLK, NOTE_SAMPLE, DATA, RESET, NOTE);
	assign DISABLE = BIT[0] & BIT[3] & DATA;
	assign NOTE_SAMPLE = SAMPLE && (BIT != 4'b0 && BIT != 4'b1001) && (BYTE == 2'b1) && !MSG;
	assign LED = NOTE & { MSG, MSG, MSG, MSG, MSG, MSG, MSG, MSG };
	always @(posedge CLK) begin
		if (!RESET) begin
			data <= 2'b0;
			dis_r <= 2'b0;
			CLK_EN <= 0;
		end
		else begin
			data[0] <= DATA;
			data[1] <= data[0];
			dis_r[0] <= DISABLE;
			dis_r[1] <= dis_r[0];
			if((dis_r[0] && !dis_r[1] && DISABLE)) CLK_EN <= 0;
			else if (CLK_EN || (!data[0] && data[1] && !DATA)) CLK_EN <= 1;
		end
	end
endmodule
module timer (CLK, EN, RESET, SAMPLE, BIT, BYTE, MSG);
	input wire CLK, EN, RESET;
	output reg SAMPLE;
	reg[6:0] TIME;
	output reg[3:0] BIT;
	output reg[1:0] BYTE;
	output reg MSG;
	reg[1:0] en_reg;
	parameter TIME_START = 7'b0000000;
	parameter TIME_SAMPLE = 7'b1000000;
	parameter OVF_TIME = 7'b1111111;
	parameter OVF_BIT = 4'b1001;
	parameter OVF_BYTE = 2'b10;
	always @(posedge CLK) begin
		en_reg[0] <= EN;
		en_reg[1] <= en_reg[0];
		if (!RESET) begin
			TIME <= 7'b0;
			BIT <= 4'b0;
			BYTE <= 2'b0;
			MSG <= 1'b0;
		end
		else if (EN) begin
			TIME <= TIME + 1'b1;
			if (TIME == TIME_SAMPLE) SAMPLE <= 1;
			else SAMPLE <= 0;
			if (!en_reg[1]) BIT <= 4'b0;
			else if (TIME == OVF_TIME) begin
				BIT <= BIT + 1'b1;
				if (BIT == OVF_BIT - 1) begin
					if (BYTE == OVF_BYTE) begin
						BYTE <= 2'b0;
						MSG <= MSG + 1'b1;
					end
					else BYTE <= BYTE + 1'b1;
				end
			end
		end
	end
endmodule
module note (CLK, SAMPLE, DATA, RESET, NOTE);
	input wire CLK, DATA, SAMPLE, RESET;
	output reg[0:7] NOTE;
	always @(posedge CLK) begin
		if (!RESET) NOTE <= 8'b0;
		else if (SAMPLE) begin
			NOTE[7] <= NOTE[6];
			NOTE[6] <= NOTE[5];
			NOTE[5] <= NOTE[4];
			NOTE[4] <= NOTE[3];
			NOTE[3] <= NOTE[2];
			NOTE[2] <= NOTE[1];
			NOTE[1] <= NOTE[0];
			NOTE[0] <= DATA;
		end
	end
endmodule
$ cat design/flow/run.sh
#!/bin/bash
# OpenROAD 26Q1-2900-gdf79404cd8, Yosys 0.63+post, stock flow scripts
make -C /OpenROAD-flow-scripts/flow DESIGN_CONFIG=/design/flow/config.mk WORK_HOME=/design/flow/orfs finish
==> run notes <==
The implementation run finished. Per STA, the highest per-stage delay on the worst path measures 520 ps. The register with the most flip-flops in the layout has 8 of them. Slew at the pin with the worst max-slew slack landed at 735 ps. Required time at the worst-slack endpoint landed at 2880 ps. Net switching power of the design landed at 0.135 mW. Maximum number of pins on one net before global-route repair landed at 25.

The worst setup path is captured at a primary output. Counting I/O delays and the setup requirement, the final critical path takes 2160 ps. Synthesized area per cell landed at 9.01 um^2. TritonCTS built the clock tree. Post-CTS repair changed the size of 0 cells.

The largest registers in the layout are n.NOTE (8), t.TIME (7), t.BIT (4). Detailed placement ended at an HPWL of 1580 um. Setup repair after global routing left no endpoint under its margin.

The routed layout has 1038 vias. Count of port buffers added during placement landed at 17. The post-synth count of flops with an enable pin is 1. Count of H-tree levels built during CTS landed at 2.

For this run, design rule violations remaining after detail routing come to 0. The die is 69.6 um wide. For this design, the slowest cell found on the critical path is dfxtp_1. Once detail routing completed, the nets flagged for antenna violations numbered 0. Per the timing report, the biggest fanout along the worst path comes to 11. Count of boundary I/O pins landed at 18. The tree is rooted in a clkbuf_8. Final sum of negative setup slack landed at 0 ps. Worst-case headroom to the max-slew limit landed at 50.8%. The initial utilization of the core area, before any placement, comes to 31.2%. In the final layout, the share of cells above drive strength 1 is 7.06%. Global routing used 10.4% of the available tracks across all layers. Via count of the first global-routing pass landed at 906. Final-layout fill cell count landed at 448. Final wirelength landed at 2430 um. Detail-routed via count per cell landed at 4.68. Number of instances in the synthesized netlist landed at 152.

Proportion of netlist area held by the largest area contributor landed at 42.4%. Number of buffers between clock root and the deepest sink landed at 2. Per Yosys stat, the portion of area used by sequential elements is 44.6%. The later pin in the worst-skew pair is clocked with a latency of 280 ps. Initial antenna violation count landed at 0.

Setup skew after layout landed at 7.22 ps. Maximum clock frequency landed at 464 MHz. Summed over all instances, the cell type with the most area after synthesis is dfxtp_1. The cell area that synthesis handed to floorplanning was 0.00137 mm^2. Number of DRC markers after the initial detailed-route iteration landed at 65. Post-layout instance count excluding filler cells landed at 222.

Fraction of power consumed by sequential logic landed at 54.1%. In the setup report, the worst path falls into the class reg2out. In this run switching power makes up 21.2% of total power. Layout-stage area growth over the synthesis result landed at 21.0%. The synthesis report names the predominant flop master as dfxtp_1. TritonCTS reports the number of clock sinks as 30. More flip-flops sit in one register than any other, and that register is n.NOTE. Number of setup violations in the final report landed at 0.

The synthesis report lists the Yosys warning total as 3. Global placement routability congestion landed at 0.765. The die covers 0.00484 mm^2. Fraction of synthesis flops using an asynchronous set or reset pin landed at 0%. Overflow left after global routing landed at 0. Final count of pins violating max slew landed at 0. The routed design shows a wire length per standard cell of 11.0 um. Height of the die landed at 69.6 um.

Antenna diode count landed at 0. Clock input transition at the sequential cells of the worst setup and hold paths landed at 70 ps. The min-delay analysis places its worst path in the category reg2reg. Summed over all cells, the static leakage comes to 0.583 nW. According to the timing report, the arrival time at the worst endpoint equals 1440 ps.

The worst setup path is launched from a flop. The final timing report lists a hold violation count of 0. Per STA, the worst path is made up of and2_1 -> clkdlybuf4s50_1. In the Yosys stats the netlist draws on 35 distinct library cells.

Post-CTS setup buffer count landed at 0. In this run the standard cell core region covers 0.00438 mm^2. The first global-routing pass estimated 4050 um of wire.

Before antenna repair, the detailed router went through 4 iterations. According to the floorplan log, the row count is 24. Cell-internal power landed at 0.500 mW.

By area the synthesized netlist is led by dfxtp_1 (42%), and2_1 (7.8%), nand3_1 (5.8%). The worst path uses 59.9% of the clock period. Worst vdd rail ir drop landed at 0.192 mV. Per the summary, power density relative to cell area is 383 mW/mm^2. The number of placed instances, taps included, is 214. Number of warnings in the stage logs landed at 28. The flow ran to the end, and the final reports show no timing, DRC or antenna violations. Total of flip-flops plus latches after synthesis landed at 30. Cts-stage hold buffer count landed at 0.

Counting the buffers created by CTS gives 5. The power report attributes to the combinational group a share of 2.9%. The tool flagged a number of max-cap violations equal to 0. Total cells reported by yosys after synthesis landed at 152.

Clock group share of total power landed at 43.0%. According to the Yosys statistics, the synthesized design has a chip area of 0.00137 mm^2.
## routing by layer
| metal | global-route usage [%] | wire length, um | vias up |
|---|---|---|---|
| li1 | - | - | 559 |
| met1 | 16.6 | 1320 | 458 |
| met2 | 14.6 | 991 | 19 |
| met3 | 2.36 | 99 | 2 |
| met4 | 2.27 | 24 | 0 |
| met5 | 0 | 0 | - |
## final timing paths
check	to	slack, ps	cells past startpoint	from
worst max-delay path	LED[5]	1440	2	t.MSG
worst min register to register	t.en_reg[1]	330	0	t.en_reg[0]
worst min-delay path	t.en_reg[1]	330	0	t.en_reg[0]
worst max register to register	n.NOTE[3]	1850	6	t.BIT[0]
## stage by stage
| stage | total power [mW] | setup WS [ps] | util, % | hold WS (ps) | area (um^2) |
|---|---|---|---|---|---|
| global route | 0.668 | 1350 | 37.8 | 335 | 1660 |
| detailed placement | 0.370 | 1320 | 35.7 | 314 | 1570 |
| CTS | 0.649 | 1420 | 37.8 | 329 | 1660 |
| floorplan | 0.364 | 1910 | - | 310 | 1370 |
| finish | 0.635 | 1440 | 37.8 | 326 | 1660 |
| global placement | 0.370 | 1330 | 35.7 | 312 | 1570 |
## area by class of cell
| class | count | area, um^2 | area share [%] |
|---|---|---|---|
| clock buffer | 7 | 86.3 | 5.21 |
| clock inverter | 1 | 5.00 | 0.302 |
| multi-input combinational | 108 | 691 | 41.7 |
| sequential | 30 | 611 | 36.8 |
| timing repair buffer | 18 | 178 | 10.7 |
| inverter | 6 | 22.5 | 1.36 |
| tap | 52 | 65.1 | 3.92 |
## cell usage in the layout (no fill, tap or decap)
cell	instances
mux2i_1	2
a21oi_1	1
a21boi_0	4
nand4_4	1
nor2_1	4
nor4_2	1
and3_1	1
clkbuf_1	1
or4b_1	1
xnor2_1	3
nor3b_1	1
buf_4	1
nand2b_1	2
dfxtp_1	29
edfxtp_1	1
nand4b_1	3
and2_1	17
o211ai_1	2
nor2b_1	2
xor2_1	2
clkdlybuf4s50_1	17
nand3_1	16
or3_1	2
o2111ai_2	1
o21ai_0	6
nand4_1	1
clkbuf_8	6
ha_1	5
o21ai_1	8
a21o_1	1
nand3_2	1
nor3_1	3
a22oi_1	1
nand2_1	16
clkinv_2	1
inv_1	6
## kinds of logic after synthesis
family                     synth area share [%]
and+or+nand+nor                            30.2
DFF                                        44.6
muxes                                      1.46
xor gates and xnor gates                   3.20
AOI/OAI and AO/OA                          11.0
adders and majority gates                  4.57
buffers and inverters                      5.02
## Yosys cell counts, types with 3 or more instances
cell type	n
clkbuf_1	4
nand3_1	16
a21boi_0	4
nor2_1	4
inv_1	6
nor3_1	3
o21ai_0	6
xnor2_1	3
o21ai_1	8
nand4b_1	3
dfxtp_1	29
and2_1	17
nand2_1	16
ha_1	5
## critical path, delay by kind of cell (launching register included)
kind	cells	cell delay, ps
flops	1	520
simple gates	1	180
buf+inv	1	460
## power groups by stage
| stage | logic, mW | registers (mW) | clock network [mW] |
|---|---|---|---|
| CTS | 0.0186 | 0.344 | 0.287 |
| global route | 0.0204 | 0.344 | 0.304 |
| finish | 0.0182 | 0.344 | 0.273 |
Power and IR drop assume default switching activity.
